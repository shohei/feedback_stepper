==> design/flow/design.v <==
module pwm(
	CLK,RST,SW,MD1,MD2
    );
input CLK;
input RST;
input [7:0] SW;
output MD1;
output MD2;
reg [7:0] sw_reg_1d;  
reg [7:0] sw_reg_2d;  
reg [10:0] pwm_base_reg;  
reg [10:0] pwm_duty_reg;  
reg pwm_out_reg;  
wire pwmbp;  
wire pwm_out;  
assign pwmbp = pwm_base_reg[10];
assign pwm_out = (pwm_duty_reg>>2 == sw_reg_2d) ? 1'b0 : 1'b1;
assign MD1 = pwm_out_reg;
assign MD2 = 1'b1;
always @(posedge CLK) begin
	sw_reg_1d <= SW;
	sw_reg_2d <= sw_reg_1d;
end
always @(posedge CLK) begin
	if(pwmbp == 1'b1) 
		pwm_base_reg <= 11'd0;
	else if(RST)
		pwm_base_reg <= 11'd0;
	else 
		pwm_base_reg <= pwm_base_reg + 1'b1;
end
always @(posedge CLK) begin
	if(pwmbp == 1'b1) 
		pwm_duty_reg <= 11'd0;
	else if(RST)
		pwm_duty_reg <= 11'd0;
	else if(pwm_out==1'b1)  
		pwm_duty_reg <= pwm_duty_reg + 1'b1;
end
always @(posedge CLK) begin
	pwm_out_reg <= pwm_out;
end
endmodule
==> design/flow/run.sh <==
#!/bin/bash
# OpenROAD 26Q1-2900-gdf79404cd8, Yosys 0.63+post, stock flow scripts
make -C /OpenROAD-flow-scripts/flow DESIGN_CONFIG=/design/flow/config.mk WORK_HOME=/design/flow/orfs finish
==> design/flow/config.mk <==
export PLATFORM = sky130hd
export DESIGN_NAME = pwm
export DESIGN_NICKNAME = pwm
export VERILOG_FILES = /design/flow/design.v
export SDC_FILE = /design/flow/constraint.sdc
export NUM_CORES = 4
export LEC_CHECK = 1
export CORE_AREA = 10 10 96 96
export DIE_AREA = 0 0 106 106
==> design/flow/constraint.sdc <==
current_design pwm

set clk_period 2.7
set clk_io_pct 0.2

create_clock -name clk0 -period $clk_period [get_ports {CLK}]

set non_clock_inputs [all_inputs -no_clocks]
set_input_delay [expr $clk_period * $clk_io_pct] -clock clk0 $non_clock_inputs
set_output_delay [expr $clk_period * $clk_io_pct] -clock clk0 [all_outputs]
==> flow_summary.json <==
{
  "chipHeight_um": 106,
  "register_bit_total_from_synthesis": 39,
  "commonest_non_fill_non_tap_cell_in_the_layout": "sky130_fd_sc_hd__dfxtp_1",
  "timing.hold.worst.class": "register to register",
  "p_sw_frac": 0.211,
  "hold_path_cell_cnt": 0,
  "detail_route.drc_violations": 0,
  "final_layout_size_suffix_gt1_frac": 0.0878,
  "status": "finished clean",
  "synth_cell_types": 29,
  "antennaDiodeCount": 0,
  "ir_drop_uv": 322,
  "via_count_of_the_first_global_routing_pass": 828,
  "initCoreUtil": 0.194,
  "aggregate_global_route_resource_usage": 0.0386,
  "layout_top_cells_excl_fill_tap": "39 x sky130_fd_sc_hd__dfxtp_1, 16 x sky130_fd_sc_hd__nor2_1, 10 x sky130_fd_sc_hd__xor2_1, 10 x sky130_fd_sc_hd__clkdlybuf4s50_1, 9 x sky130_fd_sc_hd__xnor2_1",
  "grt_start_max_net_pins": 20,
  "cp.arrival_ns": 1.87,
  "io_buffers": 10,
  "power.net_switching_uw": 219,
  "die_footprint_um2": 11200,
  "path_clk_slew_ns": 0.07,
  "synth_cells": 134,
  "min_period_ns": 1.64,
  "setup_crit_end_kind": "register",
  "tool_warnings": 25,
  "antenna_found_initial": 0,
  "post_synth_instance_area_um2": 1400,
  "clock_tree.buffer_depth": 2,
  "power.leakage_nw": 0.646,
  "final_hold_violation_count": 0,
  "ys_cells": 134,
  "ctsRootBufferMaster": "sky130_fd_sc_hd__clkbuf_8",
  "grt_pass1_wl_um": 3680,
  "data_required_critical_path_ns": 2.93,
  "routed_wl_um": 2210,
  "drtIter0Drc": 25,
  "placement_rows": 31,
  "hpwl_um": 1530,
  "cts-resized-gates": 0,
  "coreArea_um2": 7210,
  "via_per_inst": 3.71,
  "placed_area_um2": 1610,
  "reg2reg_slack_ns": 1.06,
  "globalRouteMet1Util": 0.0542,
  "clock_skew_ns": 0.00460,
  "grt.busiest_layer": "met1",
  "maximum_fanout_along_the_worst_path": 7,
  "startpoint_type": "register",
  "tritoncts_clock_tree": "yes",
  "maxCapViolCount": 0,
  "syn2layout_area_growth_pct": 21.2,
  "gr-usage-met3": 0.0177,
  "rsz0062_at_grt": "no",
  "postRouteAntennaNets": 0,
  "holdCritStartpoint": "sw_reg_1d[2]$_DFF_P_",
  "share_comb_of_total_power": 0.047,
  "worstSkewPairLatency_ns": 0.28,
  "worstReg2RegStart": "pwm_duty_reg[9]$_SDFFE_PP0P_",
  "ctsHoldBuffers": 0,
  "grt.met2_usage": 0.0530,
  "power.sequential.fraction": 0.584,
  "place_congestion": 0.795,
  "max_freq_mhz": 609,
  "total_i_o_pin_count": 12,
  "worstHoldEndpoint": "sw_reg_2d[2]$_DFF_P_",
  "internal_power_uw": 821,
  "syn_avg_cell_area_um2": 10.5,
  "grt_remaining_overflow": 0,
  "htree_levels": 2,
  "vias": 917,
  "synth_seq_share": 0.557,
  "power_density_nw_per_um2": 613,
  "worst_r2r_path_cells": 5,
  "power.share.clock": 0.369,
  "die.size.x_um": 106,
  "synth.yosys.chip_area_um2": 1400,
  "cts_made_buffers": 5,
  "final_area_um2": 1700,
  "setup.worst_path.class": "register to register",
  "finalPower_mw": 1.04,
  "final.setup.tns_ns": 0,
  "setup_viol_count_final": 0,
  "numClockSinks": 39,
  "post-cts-setup-buffer-count": 0,
  "period_used_share": 0.608,
  "router_iterations_before_antenna_repair": 6,
  "maxSlewViolCount": 0,
  "drt-wirelength-per-cell_um": 8.94,
  "max_slew_margin": 0.664,
  "worst-slew-pin-transition_ns": 0.502,
  "yosys_warnings": 1,
  "reg2reg_to": "pwm_duty_reg[7]$_SDFFE_PP0P_"
}
[synth_stat cells]
library cell / instances / share of area
sky130_fd_sc_hd__conb_1: 1 / 0.0027
sky130_fd_sc_hd__nand3_2: 1 / 0.0071
sky130_fd_sc_hd__a41o_1: 3 / 0.021
sky130_fd_sc_hd__ha_1: 2 / 0.018
sky130_fd_sc_hd__mux2i_1: 1 / 0.0071
sky130_fd_sc_hd__nor3_2: 1 / 0.0071
sky130_fd_sc_hd__dfxtp_1: 39 / 0.56
sky130_fd_sc_hd__and3_1: 4 / 0.018
sky130_fd_sc_hd__nor2_1: 16 / 0.043
sky130_fd_sc_hd__xnor2_1: 9 / 0.056
sky130_fd_sc_hd__nor3_1: 1 / 0.0036
sky130_fd_sc_hd__and2_1: 1 / 0.0045
sky130_fd_sc_hd__o21ai_0: 4 / 0.014
sky130_fd_sc_hd__buf_4: 1 / 0.0054
sky130_fd_sc_hd__nor2_2: 1 / 0.0045
sky130_fd_sc_hd__a21oi_1: 4 / 0.014
sky130_fd_sc_hd__a311oi_1: 1 / 0.0063
sky130_fd_sc_hd__or2_2: 1 / 0.0045
sky130_fd_sc_hd__nand4_1: 2 / 0.0089
sky130_fd_sc_hd__clkbuf_1: 2 / 0.0054
sky130_fd_sc_hd__a31oi_4: 1 / 0.015
sky130_fd_sc_hd__a31oi_1: 6 / 0.027
sky130_fd_sc_hd__nor4_4: 1 / 0.015
sky130_fd_sc_hd__nand2_1: 7 / 0.019
sky130_fd_sc_hd__or3_1: 4 / 0.018
sky130_fd_sc_hd__xor2_1: 10 / 0.062
sky130_fd_sc_hd__nand3_1: 7 / 0.025
sky130_fd_sc_hd__inv_1: 2 / 0.0054
sky130_fd_sc_hd__or2_1: 1 / 0.0045
[worst max-delay path by stage]
stage                             from                            to  cells past startpoint
6_report  pwm_duty_reg[9]$_SDFFE_PP0P_  pwm_duty_reg[7]$_SDFFE_PP0P_                      5
5_1_grt   pwm_duty_reg[3]$_SDFFE_PP0P_  pwm_duty_reg[1]$_SDFFE_PP0P_                      5
4_1_cts   pwm_duty_reg[3]$_SDFFE_PP0P_  pwm_duty_reg[5]$_SDFFE_PP0P_                      4
[cell families (layout without fill, tap and decap cells)]
kind of cell               after synthesis  after routing  share of synthesized area
AOI/OAI and AO/OA                       19             19                     0.0982
xor gates and xnor gates                19             19                      0.119
adders and majority gates                2              2                     0.0179
buffers and inverters                    5             19                     0.0161
DFF                                     39             39                      0.557
muxes                                    1              1                    0.00714
other                                    1              1                    0.00268
and+or+nand+nor                         48             48                      0.182
[final cells by class]
class                      count  area (um2)
clock buffer                   6        82.6
tap                           99         124
fill                         787        5520
timing repair buffer          10         100
multi-input combinational     90         598
clock inverter                 1        5.00
inverter                       2        7.51
sequential                    39         781
[per-layer routing]
layer | vias up | part of all wire
li1 | 485 | -
met1 | 410 | 0.55
met2 | 17 | 0.37
met3 | 5 | 0.062
met4 | 0 | 0.023
met5 | - | 0
[power by group through the flow]
stage	registers (mW)	clock network, mW	logic, mW
6_report	0.608	0.385	0.0485
5_1_grt	0.610	0.423	0.0554
4_1_cts	0.608	0.395	0.0491
[critical path, cell delays in order (launching register included)]
cell and delay, ns:
sky130_fd_sc_hd__dfxtp_1 0.35, sky130_fd_sc_hd__xor2_1 0.19, sky130_fd_sc_hd__nor4_4 0.52, sky130_fd_sc_hd__a31oi_4 0.20
sky130_fd_sc_hd__a31oi_1 0.22, sky130_fd_sc_hd__a41o_1 0.10
[through the flow]
stage	setup WS (ns)	instances	hold slack (ns)	util
after floorplan	1.23	134	0.310	-
after detailed placement	0.891	240	0.312	0.223
after CTS	1.06	247	0.329	0.235
after global placement	0.919	240	0.312	0.223
final	1.06	247	0.328	0.235
after global routing	0.906	247	0.333	0.235
